===== /design/flow/config.mk =====
export PLATFORM = sky130hd
export DESIGN_NAME = float_alu
export DESIGN_NICKNAME = float_alu
export VERILOG_FILES = /design/flow/design.v
export SDC_FILE = /design/flow/constraint.sdc
export NUM_CORES = 4
export LEC_CHECK = 1
export CORE_UTILIZATION = 40

===== /design/flow/constraint.sdc =====
current_design float_alu

set clk_period 31.9
set clk_io_pct 0.2

create_clock -name clk0 -period $clk_period [get_ports {clk}]

set non_clock_inputs [all_inputs -no_clocks]
set_input_delay [expr $clk_period * $clk_io_pct] -clock clk0 $non_clock_inputs
set_output_delay [expr $clk_period * $clk_io_pct] -clock clk0 [all_outputs]

===== /design/flow/design.v =====
`timescale 1ns / 1ns
module float_alu(
input [31:0] a,b,
input clk,rst,st,
input [1:0] co,
output wire [31:0] r
    );
wire [31:0] b1;
reg [4:0] shift_no,dsm;
reg [7:0] exp_r,exp_res,exp_p,e_d;
reg [23:0] m_a,m_b,mant_r, mant_req,mqr1,mqr;
reg [22:0] mant_rem;
reg [24:0] m_r,m1,mr1;
wire s_a, s_b,s_d;
reg s_r,s_p;
wire [24:0] mb,m2,m3,m4,m5,m6,m7,m8,m9;
wire [31:0] sum,product,div;
wire [7:0] exp_a,exp_b,exp_pro,exp_d;
wire [23:0] mant_a,mant_b,mq1,mq2,mq3,mq4,mq5,mq6,mq7,mq8,mq9;
wire [47:0] mant_pro;
assign b1=(co==1)? (b^32'h80000000) : b;  
assign exp_a = a[30:23]-8'd127;
assign exp_b = b1[30:23]-8'd127;
assign mant_a = {1'b1,a[22:0]};
assign mant_b = {1'b1,b1[22:0]};
assign s_a=a[31];
assign s_b=b1[31];
always @ (*)
if (exp_a>exp_b)
 begin
   exp_r=exp_a;
   shift_no=exp_a-exp_b;
   m_a=mant_a;
   m_b=mant_b>>shift_no;
 end
else 
 begin
   exp_r=exp_b;
   shift_no=exp_b-exp_a;
   m_a=mant_a>>shift_no;
   m_b=mant_b;
end
 always @ (*)
if (s_a==s_b) 
 begin    
 s_r=s_a; 
 m_r={1'b0,m_a}+{1'b0,m_b};
 if (m_r[24]==1) 
  begin  
   mant_r=m_r>>1;
   exp_res=exp_r+1+127;
 end
 else   
  begin
   mant_r=m_r[23:0];
   exp_res=exp_r+127;
 end
 end
else
 begin 
  if (m_a>m_b)
   begin
    s_r=s_a;
    m_r=m_a-m_b;
   end
  else
  begin
    s_r=s_b;
    m_r=m_b-m_a;
  end
    if (m_r[23]==1) shift_no=0; else 
    if (m_r[22]==1) shift_no=1; else 
    if (m_r[21]==1) shift_no=2; else 
    if (m_r[20]==1) shift_no=3; else 
    if (m_r[19]==1) shift_no=4; else 
    if (m_r[18]==1) shift_no=5; else 
    if (m_r[17]==1) shift_no=6; else 
    if (m_r[16]==1) shift_no=7; else 
    if (m_r[15]==1) shift_no=8; else 
                    shift_no=9;  
    mant_r=m_r<<shift_no;
    exp_res=exp_r-shift_no+127;
 end
 assign sum={s_r,exp_res,mant_r[22:0]};
 assign r=(co==2)? product : (co==3)? div :sum;
 assign exp_pro=exp_a+exp_b;
 assign mant_pro= mant_a*mant_b;
 always @ (*)
 begin
 s_p=s_a^s_b;
 if (mant_pro[47]==1) 
  begin
   mant_req=mant_pro[47:24];
   mant_rem=mant_pro[23:1];
   exp_p=exp_pro+1+127;
   end
  else 
   begin
   mant_req=mant_pro[46:23];
   mant_rem=mant_pro[22:0];
   exp_p=exp_pro+127;
 end
   end
 assign product={s_p,exp_p,mant_req[22:0]};
assign exp_d=(exp_a-exp_b)+127;
assign s_d=s_a^s_b;
always @ (*)
if (mant_a>mant_b) 
begin
 m1=mant_a;
 e_d=exp_d;
end
else
begin
 m1=mant_a<<1;
 e_d=exp_d-1;
end
assign mq1=0;  
assign mb={1'b0,mant_b};  
assign m2=(m1>=mb) ? ((m1-mb)<<1) : (m1<<1); assign mq2=(m1>=mb) ? {mq1[22:0],1'b1} : {mq1[22:0],1'b0};
assign m3=(m2>=mb) ? ((m2-mb)<<1) : (m2<<1); assign mq3=(m2>=mb) ? {mq2[22:0],1'b1} : {mq2[22:0],1'b0};
assign m4=(m3>=mb) ? ((m3-mb)<<1) : (m3<<1); assign mq4=(m3>=mb) ? {mq3[22:0],1'b1} : {mq3[22:0],1'b0};
assign m5=(m4>=mb) ? ((m4-mb)<<1) : (m4<<1); assign mq5=(m4>=mb) ? {mq4[22:0],1'b1} : {mq4[22:0],1'b0};
assign m6=(m5>=mb) ? ((m5-mb)<<1) : (m5<<1); assign mq6=(m5>=mb) ? {mq5[22:0],1'b1} : {mq5[22:0],1'b0};
assign m7=(m6>=mb) ? ((m6-mb)<<1) : (m6<<1); assign mq7=(m6>=mb) ? {mq6[22:0],1'b1} : {mq6[22:0],1'b0};
assign m8=(m7>=mb) ? ((m7-mb)<<1) : (m7<<1); assign mq8=(m7>=mb) ? {mq7[22:0],1'b1} : {mq7[22:0],1'b0};
assign m9=(m8>=mb) ? ((m8-mb)<<1) : (m8<<1); assign mq9=(m8>=mb) ? {mq8[22:0],1'b1} : {mq8[22:0],1'b0};
always @ (posedge clk or negedge rst)
if (rst==0) dsm<=0; else 
case (dsm)                       
 0 : if (st==1) dsm<=1;
 25 : dsm<=0;
 default : dsm<=dsm+1;
endcase
always @ (posedge clk or negedge rst)
if (rst==0) begin mqr1<=0; mr1<=0; mqr<=0; end else 
begin
 if (dsm==0) begin mr1<=m1; mqr1<=0; end else 
 if (dsm<=24) 
 begin
  if (mr1>=mb) begin mr1<=(mr1-mb)<<1; mqr1<={mqr1[22:0],1'b1}; end 
  else         begin mr1<=mr1<<1;      mqr1<={mqr1[22:0],1'b0}; end 
 end
 if (dsm==25) mqr<=mqr1;  
end
assign div={s_d,e_d,mqr[22:0]};
endmodule

===== /design/flow/run.sh =====
#!/bin/bash
# OpenROAD 26Q1-2900-gdf79404cd8, Yosys 0.63+post, stock flow scripts
make -C /OpenROAD-flow-scripts/flow DESIGN_CONFIG=/design/flow/config.mk WORK_HOME=/design/flow/orfs finish

==> results.cfg <==
; implementation run metrics
[route]
drt-vias-per-instance = 5.416
wl_per_cell_um = 20.95
drt_first_pass_iters = 6
dr.first_iter.drc_count = 1667
vias = 26710
final_antenna_net_count = 0
antenna_cells_inserted = 0
wirelength_um = 103300
drc = 0

[grt]
grt_use_total_pct = 27.48
grt_pass1_wl_um = 163100
first_global_vias = 27020
grt_overflow_total = 0
grt_antenna_before_repair = 3
grt_max_degree = 63

[cts]
clockRootBuffer = clkbuf_16
cts.clk_slew.worst_paths_ps = 60
cts_max_level = 3
post_cts_buffers = 0
cts.path.max_buffers = 2
numCtsBuffers = 9
clock_sinks = 76
hold_buffers = 0
ctsResizeCount = 0
tritoncts = done
insertion_delay_ps = 350

[setup_path]
cp_data_required_time_ps = 25520
crit_fanout = 62
rr_startpoint = mr1[1]
crit_type = in2out
worstPathArrival_ps = 18070
regToRegSetupSlack_ps = 26950
worst_r2r_path_depth = 20
cp-startpoint = b[23]
cp-end-kind = primary output
crit_top_cell = o21ai_0
critPathLaunchType = input port
critPathMaxStageDelay_ps = 600
cp_slowest_cell = nand3b_1
endpoint = r[30]
rr_endpoint = mr1[2]

[floorplanning]
coreArea_um2 = 79130
die_x_um = 285.1
fp-utilization_pct = 40.52
dieHeight_um = 285.1
std_cell_rows = 103
die_area_um2 = 81300
boundaryPins = 101

[yosys]
top_area_cell = fa_1
avgSynthCellArea_um2 = 8.207
ys_cells = 3907
ff_type = dfrtp_1
yosysMostFrequentCell = inv_1
post-synth-top-area-fraction_pct = 30.84
yosys_area_um2 = 32060
ys_seq_share_pct = 5.931
postSynthCellCount = 3907
synthTopCellsByCount = 698 x inv_1, 494 x fa_1, 478 x nand2_1
edf_count = 0
yosys_warnings = 1
async_flop_share_pct = 100.0
synth.distinct_cells = 83
numSynthFlops = 76
synth.top_cells.by_area = fa_1 31%, ha_1 14%, inv_1 8.2%
synthesis.area_um2 = 32060

[timing]
max_freq_mhz = 40.90
fin_crit_ps = 24450
period_used_pct = 76.65
worst_pin_slew_ps = 876.9
skew_ps = 8.978
final_max_slew_viol_count = 0
relSlewSlack_pct = 41.19
final-hold-violation-count = 0
setup_violations = 0
tns_ps = 0
grt_setup_unrepaired = false

[job]
warnings = 112
cap_violations = 0

[cells_and_area]
drive_above_1_share_pct = 4.740
fillers = 7965
area_growth_pct = 7.391
design_area_um2 = 34430

[placement]
port_buffers = 100
hpwl_um = 78700
place_area_um2 = 34140
gp_congestion = 0.9958

[worst_hold_path]
hold_class = reg2reg
hold_start = mqr[2]

[run_status]
outcome = finished clean
-- how the worst min path moves through the flow --
stage,endpoint,slack (ps),cells past startpoint
after global routing,mqr[19],520,1
after CTS,mqr[8],510,1
final,mqr[2],510,1
-- worst max-delay path, delay by kind of cell --
kind | cells | cell delay, ps
simple gates | 14 | 3320
compound gates | 17 | 3220
fa+ha+maj | 5 | 2180
buf+inv | 5 | 1380
xor+xnor | 4 | 1250
mux | 2 | 320
-- cell usage in the layout (no fill, tap or decap), types with 14 or more instances in the layout --
cell type and count:
nor4_1 15, nand2b_1 27, nand2_1 477, o22ai_1 17, ha_1 349, a21o_1 58
a22oi_1 17, mux2i_1 127, nand3_1 35, xnor2_1 81, clkdlybuf4s50_1 98, o21bai_1 23
inv_1 698, a22o_1 24, nor3_1 58, xor2_1 32, o21a_1 28, dfrtp_1 76
nand4_1 16, mux2_2 49, o21ai_0 116, a211oi_1 30, buf_4 77, o31a_1 16
o221ai_1 16, and3_1 14, nor2b_1 24, nor2_1 213, fa_1 494, a21oi_1 207
a221oi_1 17, and2_1 193
-- registers in the layout, indices dropped and copies added, names as in the netlist --
register / count
mr1: 25
dsm: 5
mqr1: 23
mqr: 23
-- per-stage QoR --
step / utilization [%] / setup slack [ps] / hold slack [ps] / instances
global placement: 43.15 / 7661 / 487.1 / 4917
global route: 43.52 / 6374 / 520.9 / 4932
floorplan: - / 9988 / 469.0 / 3907
finish: 43.52 / 7448 / 507.4 / 4932
CTS: 43.52 / 7579 / 505.8 / 4932
detailed placement: 43.15 / 7649 / 492.6 / 4917
-- logic make-up after synthesis --
group / count (synthesis) / share of synthesized area, %
xor+xnor: 119 / 3.321
buf+inv: 918 / 10.93
flops: 76 / 5.931
simple gates: 1112 / 16.03
fa+ha+maj: 843 / 44.46
compound gates: 658 / 13.40
mux: 181 / 5.923
-- cell type report --
cell class / count / area [um^2] / share of cell area, %
Multi-Input combinational cell: 2913 / 26730 / 77.62
Inverter: 702 / 2635 / 7.652
Sequential cell: 76 / 1902 / 5.523
Timing Repair Buffer: 176 / 1564 / 4.542
Tap cell: 1050 / 1314 / 3.815
Clock buffer: 9 / 225.2 / 0.6540
Clock inverter: 6 / 65.06 / 0.1889
-- layer usage --
| layer | vias to the layer above | part of all wire [%] | global-route usage (%) |
|---|---|---|---|
| met1 | 13080 | 42 | 38.72 |
| met5 | - | 0.033 | 0.2907 |
| met2 | 975 | 45 | 42.08 |
| met3 | 210 | 8.4 | 8.088 |
| li1 | 12440 | - | - |
| met4 | 4 | 4.0 | 8.249 |
